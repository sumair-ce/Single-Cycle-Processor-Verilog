**flow/design.v**
```verilog
`timescale 1ns / 1ps
module ALU(
    input [31:0] in_1, in_2,
    input [1:0] ALUop,
	 input [15:0] offset,
	 input [5:0] Opcod,
    output reg [31:0] result,
    output reg [31:0] result2,
    output reg zeroflag,
    input ALUsource
);
reg [31:0] offset_temp;
always @(*) begin
offset_temp <= {16'b0, offset};
end
always @(*) begin
	if (ALUsource==1'b0) begin
    case (ALUop)
        2'b00: begin result = in_1 + in_2; result2=32'hxxxxxxxx; end
        2'b01: begin result = in_2 - in_1; result2=32'hxxxxxxxx; end
        2'b10: begin result = in_1 * in_2; result2=32'hxxxxxxxx; end
        2'b11: begin result = ~ in_1; result2=32'hxxxxxxxx; end
        default: result = 32'hxxxxxxxx;
    endcase end
	 else if (ALUsource==1'b1) begin
		result2 = in_1 + offset_temp; result=32'hxxxxxxxx;
	 end
end
always @(result,result2) begin
    zeroflag = (result == 0) ? 1'b1 : 1'b0;
end
endmodule
```
**flow/config.mk**
```make
export PLATFORM = sky130hd
export DESIGN_NAME = ALU
export DESIGN_NICKNAME = ALU
export VERILOG_FILES = /design/flow/design.v
export SDC_FILE = /design/flow/constraint.sdc
export NUM_CORES = 4
export LEC_CHECK = 1
export CORE_UTILIZATION = 30
```
**flow/constraint.sdc**
```tcl
current_design ALU

set clk_period 17.5
set clk_io_pct 0.2

create_clock -name clk0 -period $clk_period

set non_clock_inputs [all_inputs -no_clocks]
set_input_delay [expr $clk_period * $clk_io_pct] -clock clk0 $non_clock_inputs
set_output_delay [expr $clk_period * $clk_io_pct] -clock clk0 [all_outputs]
```
**flow/run.sh**
```bash
#!/bin/bash
# OpenROAD 26Q1-2900-gdf79404cd8, Yosys 0.63+post, stock flow scripts
make -C /OpenROAD-flow-scripts/flow DESIGN_CONFIG=/design/flow/config.mk WORK_HOME=/design/flow/orfs finish
```
==> job_summary.md <==
## Implementation flow summary

| Metric | Value |
|---|---|
| Die X | ~260 µm |
| Hold_buf cts | 0 |
| CP Launch Type | input port |
| Most frequent CP cell | fa_1 |
| Tool warnings | 40 |
| Antenna violations before repair | 0 |
| Final ANT Viol Nets | 0 |
| Pwr Total | ~8.5 mW |
| Post-route minimum period | 16.70 ns |
| Mapped cell area | 20,000 µm² |
| Mapped Cells | 2,393 |
| Cell Int Power | 3.71 mW |
| Storage cell area | 0 µm² |
| Net Sw Frac | 56.3% |
| Crit path buffers/inverters | 5 |
| Final Util | about a third |
| Power density over the cells | 374 nW/µm² |
| Crit path largest cell delay | 1.01 ns |
| Share of cells above drive strength 1 | 4.18% |
| Crit-path leading delay family | adder cells |
| Unique cell types | 85 |
| MaxCap Viol Count | 0 |
| Sw Pwr | 4.78 mW |
| Post-CTS Setup Repair Bufs | 0 |
| Worst path slowest cell | clkdlybuf4s50_1 |
| Global-route usage over all layers | a little over a fifth |
| WP data arrival | 13.20 ns |
| Hold crit path type | input port to primary output |
| Via count | 16,400 |
| Period utilization | between 90% and 100% |
| Post-synth top area share | between 40% and 50% |
| YS warnings | 1 |
| Vias in the first global route | 17,700 |
| Worst Path Class, Setup | input port to primary output |
| Vias per cell | just under 5 |
| DRC Markers | 0 |
| Final hold violations | 0 |
| Post-synth top area cell | fa_1 |
| IO Port Bufs | between 100 and 150 |
| Max transition margin | 41.1% |
| Static Leak | 10.7 nW |
| Mapped Avg Cell Area | 8.38 µm² |
| Hold path start | offset[0] |
| Post-Place Cells | 3,354 |
| Grt total ovfl | 0 |
| Ys cells | approximately 2,400 |
| I/O pin count | 154 |
| DR iter-0 viols | between 1,000 and 1,500 |
| Total Wirelength | around 65,000 µm |
| Row cnt | 94 |
| Crit end category | primary output |
| First-pass GRT wire length | 103,000 µm |
| Non-Filler Instances | 3,355 |
| Core ar. | 66,000 µm² |
| DP Wirelength | between 50,000 and 60,000 µm |
| CP max FO | 14 |
| Status | finished, final reports clean |
| Least-Margin Pin Slew | 0.871 ns |
| Top cells, area | fa_1 (41%), ha_1 (11%), and2_1 (9.7%) |
| RSZ-0062 raised after global routing | false |
| Layout area overhead | 13.1% |
| Seq/Total Area, Yosys | 0% |
| Hold path depth | 3 |
| Peak supply drop | between 0.0004 and 0.0005 V |
| Final setup violation count | 0 |
| Hold Crit Endpoint | result2[0] |
| Seq cells | 0 |
| First-pass iteration count of the detailed router | 5 |
| Fmax | 0.0599 GHz |
| Die height | 260 µm |
| Die ar. | 67,900 µm² |
| Total negative slack | 0 ns |
| Fin. max-slew vios | 0 |
| Layout clock buffer count | 0 |
| Final Wtd Congestion | ~1 |
| Cts repair resizes | 0 |
| CP Data Required Time | approximately 14 ns |
| Wire length per cell | 19.2 µm |
| Largest net degree at the start of global routing | 59 |
| Area reported by Yosys stat | 20,000 µm² |
| Fp util | 30.4% |
## routing by layer
layer	GRT usage [%]	up-vias	routed length, µm	share of wire (%)
li1	-	7665	-	-
met1	29.9	8037	28100	43
met2	31.4	658	28300	44
met3	7.17	70	6600	10
met4	4.08	0	1580	2.4
met5	0	-	0	0
## final cells by class
class              count  area, µm²
fillers             6800      43300
well taps            864       1080
inverters            405       1520
multi-input cells   1860      18000
repair buffers       225       2050
diodes                 1       2.50
## worst max-delay path by stage
stage / start / end / slack [ns] / cells past startpoint
after global routing: in_2[7] / zeroflag / 0.49 / 25
after CTS: in_2[7] / zeroflag / 0.86 / 25
final: in_2[7] / zeroflag / 0.80 / 25
## placed cells by master (no fill, tap or decap), drive strengths merged, types with 18 or more instances in the layout
cell           instances
xnor2                 98
xor2                  45
nor3                  32
fa                   410
inv                  405
o21ai                 60
nand2                286
clkdlybuf4s50        146
nand3                 18
a21oi                 76
buf                   79
and2                 311
ha                   172
nor2                  72
a21o                  23
## cell usage after synthesis (15+ instances only)
library cell	count
inv_1	403
fa_1	410
a31oi_1	15
nand2_1	285
and2_1	311
nor3_1	32
o21ai_0	57
nand3_1	18
a21oi_1	75
ha_1	172
and3_1	16
a211oi_1	16
nor2_1	72
nor2b_1	16
xor2_1	45
clkbuf_1	114
a21o_1	22
xnor2_1	98
## power groups by stage
stage	Clock, mW	Sequential (mW)	Combinational, mW
4_1_cts	0	0	8.49
5_1_grt	0	0	9.48
## metrics by stage
step / instance area (µm²) / worst slack (ns) / hold WS, ns
floorplan: 20000 / 2.89 / 7.03
global placement: 22700 / 0.890 / 8.03
detailed placement: 22700 / 0.916 / 8.03
CTS: 22700 / 0.863 / 8.04
global route: 22700 / 0.487 / 8.06
finish: 22700 / 0.799 / 8.03
## cell families after synthesis
group | Yosys count | share of synthesized area [%]
AND/OR/NAND/NOR | 826 | 21.4
adder cells (fa/ha/maj) | 582 | 51.7
buffers and inverters | 533 | 10.2
AND-OR/OR-AND | 296 | 9.81
XOR/XNOR | 143 | 6.25
multiplexers | 13 | 0.668
Power figures rest on the tool's default switching activity, not on a simulated workload.
