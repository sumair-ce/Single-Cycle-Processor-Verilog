==> flow/design.v <==
`timescale 1ns / 1ps
module SevenSegment (
 input Clk,
 input [31:0] inst,
 input [31:0] alu_in,
 input [31:0] pc_in,
 input [2:0] switch,
 output reg [3:0] enable,
 output reg [6:0] LED_out
);
 reg [3:0] sseg;
 reg [3:0] dig0, dig1, dig2, dig3;
 localparam N = 21;  
 reg [N-1:0] count2 = 0;  
 reg [1:0] count = 0;  
 always @(posedge Clk) begin  
	case (switch)
		4'b000: begin dig0 <= inst[3:0]; dig1 <= inst[7:4]; dig2 <= inst[11:8]; dig3 <= inst[15:12]; end
		4'b001: begin dig0 <= inst[19:16]; dig1 <= inst[23:20]; dig2 <= inst[27:24]; dig3 <= inst[31:28]; end
		4'b010: begin dig0 <= alu_in[3:0]; dig1 <= alu_in[7:4]; dig2 <= alu_in[11:8]; dig3 <= alu_in[15:12]; end
		4'b011: begin dig0 <= alu_in[19:16]; dig1 <= alu_in[23:20]; dig2 <= alu_in[27:24]; dig3 <= alu_in[31:28]; end
		4'b100: begin dig0 <= pc_in[3:0]; dig1 <= pc_in[7:4]; dig2 <= pc_in[11:8]; dig3 <= pc_in[15:12]; end
		4'b101: begin dig0 <= pc_in[19:16]; dig1 <= pc_in[23:20]; dig2 <= pc_in[27:24]; dig3 <= pc_in[31:28]; end
	endcase
 end
 always @(posedge Clk)  
begin
 if (count2 == 21'd400000)
 begin
 if(count==4) begin count<=0; count2<=0;end
 else begin count <= count + 1; count2 <= 0; end
 end
 else
 begin count2 <= count2 + 1; end
 end
 always @(*) begin
 case (count)
 2'b00: begin
 enable <= 4'b1110;  
 sseg <= dig0;
 end
 2'b01: begin
 enable <= 4'b1101;  
 sseg <= dig1;
 end
 2'b10: begin
 enable <= 4'b1011;  
 sseg <= dig2;
 end
 2'b11: begin
 enable <= 4'b0111;  
 sseg <= dig3;
 end
 endcase
 end
 always @(*) begin  
 case(sseg)
 4'b0000: LED_out <= 7'b0000001;  
 4'b0001: LED_out <= 7'b1001111;  
 4'b0010: LED_out <= 7'b0010010;  
 4'b0011: LED_out <= 7'b0000110;  
 4'b0100: LED_out <= 7'b1001100;  
 4'b0101: LED_out <= 7'b0100100;  
 4'b0110: LED_out <= 7'b0100000;  
 4'b0111: LED_out <= 7'b0001111;  
 4'b1000: LED_out <= 7'b0000000;  
 4'b1001: LED_out <= 7'b0000100;  
 4'b1010: LED_out <= 7'b0001000;  
 4'b1011: LED_out <= 7'b0000000;  
 4'b1100: LED_out <= 7'b0110001;  
 4'b1101: LED_out <= 7'b0000001;  
 4'b1110: LED_out <= 7'b0110000;  
 4'b1111: LED_out <= 7'b0111000;  
 default: LED_out <= 7'b0000001;  
 endcase
 end
endmodule
==> flow/run.sh <==
#!/bin/bash
# OpenROAD 26Q1-2900-gdf79404cd8, Yosys 0.63+post, stock flow scripts
make -C /OpenROAD-flow-scripts/flow DESIGN_CONFIG=/design/flow/config.mk WORK_HOME=/design/flow/orfs finish
==> flow/config.mk <==
export PLATFORM = sky130hd
export DESIGN_NAME = SevenSegment
export DESIGN_NICKNAME = SevenSegment
export VERILOG_FILES = /design/flow/design.v
export SDC_FILE = /design/flow/constraint.sdc
export NUM_CORES = 4
export LEC_CHECK = 1
export CORE_UTILIZATION = 40
==> flow/constraint.sdc <==
current_design SevenSegment

set clk_period 4.5
set clk_io_pct 0.2

create_clock -name clk0 -period $clk_period [get_ports {Clk}]

set non_clock_inputs [all_inputs -no_clocks]
set_input_delay [expr $clk_period * $clk_io_pct] -clock clk0 $non_clock_inputs
set_output_delay [expr $clk_period * $clk_io_pct] -clock clk0 [all_outputs]
==> deck_impl_summary.md <==
Flow Results at a Glance

Power and ir drop
  – Peak VDD IR: 0.000127 V
  – Leakage: 1.56 nW
  – Pwr/cell area: roughly 220 nW/µm²

Floorplan
  – Die X: 87.8 µm
  – Starting Density: between 40% and 50%
  – Total die area: 7700 µm²
  – # IOs: 111
  – Height of the die: 87.8 µm
  – Core ar.: slightly below 7000 µm²
  – Num rows: 30

Global route
  – Congestion Overflow GR: 0
  – Pin count of the biggest net entering global routing: 48
  – Initial antenna violation count: 0
  – Vias in the first global route: between 2,000 and 3,000
  – GR Util All Layers: between 20% and 30%
  – First-pass GRT wire length: 12.8 mm

Critical path
  – WS Path Type: flop to output pin
  – Crit path launch type: flop
  – CP Capture Type: output pin
  – CP arrival: about 2.8 ns
  – Critical path required time: 3.60 ns
  – CP max FO: 5

Final layout
  – Layout area overhead: 42.0%
  – Layout cells sized above 1: 5.59%
  – Top cell excl fill/tap: clkdlybuf4s50_1
  – Most numerous logic cells after layout: clkdlybuf4s50_1, nor2_1, dfxtp_1
  – Fin util: 60.2%
  – Final instance area: 4180 µm²

Drt
  – Vias/cell: 5.37
  – Vias: 2,818
  – Post-route ant nets: 0
  – WL/cell: about 15 µm
  – # diodes: 0
  – Final wirelength: 7.68 mm
  – Initial drt markers: 94
  – DRT Pass-1 Iters: 4
  – # DRC: 0

Clock network
  – CTS tree: built
  – Clk slew on worst S/H paths: roughly 0.080 ns
  – Post-CTS Resized: 0
  – Clock sinks: 39
  – CTS root buf: clkbuf_8
  – CTS buffer count: 5
  – # H-tree levels: 2
  – Max Root-Sink Buffers: 2
  – # hold bufs at CTS: 0
  – Postcts setup bufs: 0
  – Worst-skew pair later-pin latency: 0.29 ns

Logic synthesis
  – Syn_area_per_cell: roughly 9.0 µm²
  – Dominant flop cell: dfxtp_1
  – Cell Type Count: 51
  – Ys async rst share: 0%
  – Mapped cell area: 2940 µm²
  – Ys Warns: 1
  – Flip-flops with a built-in enable: 18
  – Mapped Cells: 327
  – Post-synth seq share: about 33%
  – Yosys Instances: 327
  – Synthesis area per yosys: 2940 µm²
  – Number of synthesized register bits: 39

Placement
  – GP Congestion: 0.851
  – Post-Place Setup Slack: approximately 1.2 ns
  – Port Buffer Count: 110
  – Area post-placement: 4060 µm²
  – Post-DP HPWL: between 6 and 7 mm

Worst hold path
  – Hold WC Path Type: flop to flop

Final timing
  – Final worst-path cycle share: between 80% and 90%
  – Max Clock Freq: 273 MHz
  – Slew headroom: between 30% and 40%
  – Final Max Slew Viols: 0
  – Clock skew: about 0.010 ns
  – Final setup viols: 0
  – Min Tclk post-route: roughly 3.7 ns
  – Final Hold Vio Count: 0
  – Least-Margin Pin Slew: 0.909 ns
  – Final setup TNS: 0 ns
  – RSZ-0062 raised after global routing: false
  – Setup WS post-layout: roughly 0.83 ns

Run
  – OpenROAD warning count: 35
  – Max_cap viols: 0

Status
  – Status: finished, final reports clean
[report_power, final]
| part | switching [W] | internal, W |
|---|---|---|
| combinational | 0.0000850 | 0.000133 |
| sequential | 0.0000118 | 0.000397 |
| clock | 0.000118 | 0.000177 |
[state kept, by name, summed over array words and instances (netlist names)]
register / count
count2: 21
dig1: 4
dig2: 4
dig0: 4
count: 2
dig3: 4
[cell type report]
type | instances | area [µm²]
timing repair buffer | 114 | 1120
multi-input combinational | 248 | 1780
tap | 96 | 120
clock buffer | 8 | 123
sequential | 39 | 961
inverter | 20 | 75.1
fill | 597 | 2770
[metal layers]
layer | GRT usage (%) | routed length [µm]
met1 | 32.4 | 3610
met2 | 33.9 | 3500
met3 | 6.30 | 568
met4 | 1.34 | 0
met5 | 0 | 0
[critical path, stage by stage, from the launching register on]
cell and delay [ns]:
edfxtp_1 0.43, inv_1 0.10, ha_1 0.23, a222oi_1 0.11, a21oi_1 0.37, inv_1 0.15, ha_1 0.33, inv_1 0.05
o21ai_0 0.07, a21oi_1 0.14, clkdlybuf4s50_1 0.48
[synthesized netlist by cell type, types with 4 or more instances]
library cell   n  area (µm²)
a21oi_1       13        65.1
a221o_1       10         100
a221oi_1       8        70.1
a221oi_2       4        60.1
a222oi_1       4        40.0
a31oi_1        5        31.3
and2_1         5        31.3
and3_1         5        31.3
and4_1         5        43.8
buf_2         11        55.1
clkbuf_1       4        15.0
dfxtp_1       21         420
edfxtp_1      18         541
ha_1          12         150
inv_1         20        75.1
mux2i_1       15         150
nand2_1       18        67.6
nand3_1       10        50.1
nand4_1        4        25.0
nor2_1        22        82.6
nor2b_1       13        81.3
nor3_1         6        30.0
nor4_1         5        31.3
o21ai_0        7        35.0
o22ai_1       13        81.3
o2bb2ai_1      4        35.0
or2b_1         5        37.5
or3_1          5        31.3
xnor2_1       15         131
[stage by stage]
stage               std cells  power [W]  hold WS [ns]
floorplan                 327   0.000514         0.427
global placement          517   0.000634         0.464
detailed placement        517   0.000637         0.459
CTS                       525   0.000932         0.477
global route              525   0.000969         0.489
finish                    525   0.000922         0.468
[kinds of logic (layout without fill, tap and decap cells)]
| group | Yosys count | in the layout | synth area share [%] |
|---|---|---|---|
| simple gates | 111 | 111 | 20.5 |
| compound gates | 89 | 89 | 23.2 |
| buf+inv | 40 | 142 | 6.89 |
| flops | 39 | 39 | 32.7 |
| xor+xnor | 18 | 18 | 5.36 |
| mux | 18 | 18 | 6.25 |
| fa+ha+maj | 12 | 12 | 5.10 |
[worst paths after layout]
path	end	cells past startpoint	slack, ns	startpoint
setup / recovery	LED_out[5]	10	0.83	count[1]$_DFFE_PN_
hold / removal	count2[20]$_SDFF_PN0_	1	0.47	count2[20]$_SDFF_PN0_
setup reg to reg	count[0]$_DFFE_PN_	4	2.70	count2[0]$_SDFF_PN0_
hold reg to reg	count2[20]$_SDFF_PN0_	1	0.47	count2[20]$_SDFF_PN0_
Power is estimated from default activity; no workload was simulated.
